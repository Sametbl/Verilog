$ cat flow/constraint.sdc
current_design Mux_16X1_onehot_9bit

set clk_period 2.2
set clk_io_pct 0.2

create_clock -name clk0 -period $clk_period

set non_clock_inputs [all_inputs -no_clocks]
set_input_delay [expr $clk_period * $clk_io_pct] -clock clk0 $non_clock_inputs
set_output_delay [expr $clk_period * $clk_io_pct] -clock clk0 [all_outputs]
$ cat flow/config.mk
export PLATFORM = sky130hd
export DESIGN_NAME = Mux_16X1_onehot_9bit
export DESIGN_NICKNAME = Mux_16X1_onehot_9bit
export VERILOG_FILES = /design/flow/design.v
export SDC_FILE = /design/flow/constraint.sdc
export NUM_CORES = 4
export LEC_CHECK = 1
export CORE_AREA = 10 10 92 92
export DIE_AREA = 0 0 102 102
$ cat flow/design.v
module Mux_16X1_onehot_9bit(
			input  logic [8:0] M0,  M1,  M2,  M3,  M4,  M5,  M6,  M7,
			input  logic [8:0] M8,  M9,  M10,  M11,  M12,  M13,  M14,  M15,
			input  logic [15:0] Sel,
			output logic [8:0] OUT
);
Mux_16X1_onehot	Mux_0 (.Sel(Sel[15:0]), .Output(OUT[0]),
								 .In0(M0[0]),    .In1(M1[0]),    .In2(M2[0]),    .In3(M3[0]), 
								 .In4(M4[0]),    .In5(M5[0]),    .In6(M6[0]),    .In7(M7[0]),
								 .In8(M8[0]),    .In9(M9[0]),    .In10(M10[0]),  .In11(M11[0]), 
								 .In12(M12[0]),  .In13(M13[0]),  .In14(M14[0]),  .In15(M15[0])   ); 
Mux_16X1_onehot	Mux_1 (.Sel(Sel[15:0]), .Output(OUT[1]),
								 .In0(M0[1]),    .In1(M1[1]),    .In2(M2[1]),    .In3(M3[1]), 
								 .In4(M4[1]),    .In5(M5[1]),    .In6(M6[1]),    .In7(M7[1]),
								 .In8(M8[1]),    .In9(M9[1]),    .In10(M10[1]),  .In11(M11[1]), 
								 .In12(M12[1]),  .In13(M13[1]),  .In14(M14[1]),  .In15(M15[1])   ); 
Mux_16X1_onehot	Mux_2 (.Sel(Sel[15:0]), .Output(OUT[2]),
								 .In0(M0[2]),    .In1(M1[2]),    .In2(M2[2]),    .In3(M3[2]), 
								 .In4(M4[2]),    .In5(M5[2]),    .In6(M6[2]),    .In7(M7[2]),
								 .In8(M8[2]),    .In9(M9[2]),    .In10(M10[2]),  .In11(M11[2]), 
								 .In12(M12[2]),  .In13(M13[2]),  .In14(M14[2]),  .In15(M15[2])   ); 
Mux_16X1_onehot	Mux_3 (.Sel(Sel[15:0]), .Output(OUT[3]),
								 .In0(M0[3]),    .In1(M1[3]),    .In2(M2[3]),    .In3(M3[3]), 
								 .In4(M4[3]),    .In5(M5[3]),    .In6(M6[3]),    .In7(M7[3]),
								 .In8(M8[3]),    .In9(M9[3]),    .In10(M10[3]),  .In11(M11[3]), 
								 .In12(M12[3]),  .In13(M13[3]),  .In14(M14[3]),  .In15(M15[3])   ); 
Mux_16X1_onehot	Mux_4 (.Sel(Sel[15:0]), .Output(OUT[4]),
								 .In0(M0[4]),    .In1(M1[4]),    .In2(M2[4]),    .In3(M3[4]), 
								 .In4(M4[4]),    .In5(M5[4]),    .In6(M6[4]),    .In7(M7[4]),
								 .In8(M8[4]),    .In9(M9[4]),    .In10(M10[4]),  .In11(M11[4]), 
								 .In12(M12[4]),  .In13(M13[4]),  .In14(M14[4]),  .In15(M15[4])   ); 
Mux_16X1_onehot	Mux_5 (.Sel(Sel[15:0]), .Output(OUT[5]),
								 .In0(M0[5]),    .In1(M1[5]),    .In2(M2[5]),    .In3(M3[5]), 
								 .In4(M4[5]),    .In5(M5[5]),    .In6(M6[5]),    .In7(M7[5]),
								 .In8(M8[5]),    .In9(M9[5]),    .In10(M10[5]),  .In11(M11[5]), 
								 .In12(M12[5]),  .In13(M13[5]),  .In14(M14[5]),  .In15(M15[5])   ); 
Mux_16X1_onehot	Mux_6 (.Sel(Sel[15:0]), .Output(OUT[6]),
								 .In0(M0[6]),    .In1(M1[6]),    .In2(M2[6]),    .In3(M3[6]), 
								 .In4(M4[6]),    .In5(M5[6]),    .In6(M6[6]),    .In7(M7[6]),
								 .In8(M8[6]),    .In9(M9[6]),    .In10(M10[6]),  .In11(M11[6]), 
								 .In12(M12[6]),  .In13(M13[6]),  .In14(M14[6]),  .In15(M15[6])   ); 
Mux_16X1_onehot	Mux_7 (.Sel(Sel[15:0]), .Output(OUT[7]),
								 .In0(M0[7]),    .In1(M1[7]),    .In2(M2[7]),    .In3(M3[7]), 
								 .In4(M4[7]),    .In5(M5[7]),    .In6(M6[7]),    .In7(M7[7]),
								 .In8(M8[7]),    .In9(M9[7]),    .In10(M10[7]),  .In11(M11[7]), 
								 .In12(M12[7]),  .In13(M13[7]),  .In14(M14[7]),  .In15(M15[7])   ); 
Mux_16X1_onehot	Mux_8 (.Sel(Sel[15:0]), .Output(OUT[8]),
								 .In0(M0[8]),    .In1(M1[8]),    .In2(M2[8]),    .In3(M3[8]), 
								 .In4(M4[8]),    .In5(M5[8]),    .In6(M6[8]),    .In7(M7[8]),
								 .In8(M8[8]),    .In9(M9[8]),    .In10(M10[8]),  .In11(M11[8]), 
								 .In12(M12[8]),  .In13(M13[8]),  .In14(M14[8]),  .In15(M15[8])   ); 
endmodule
module Mux_16X1_onehot(
		input  logic [15:0] Sel,
		input  logic In0, In1, In2, In3, In4, In5, In6, In7, In8,
		input  logic In9, In10, In11, In12, In13, In14, In15,
		output logic Output
);
wire logic [1:0] MUX_OUT;
assign Output = MUX_OUT[0] | MUX_OUT[1];
Mux_8X1_onehot		 MUX_1(.Sel(Sel[7:0]), .Output(MUX_OUT[0]),
								 .In0(In0),  .In1(In1),  .In2(In2),  .In3(In3), 
								 .In4(In4),  .In5(In5),  .In6(In6),  .In7(In7)   );  
Mux_8X1_onehot		 MUX_2(.Sel(Sel[15:8]), .Output(MUX_OUT[1]),
								 .In0(In8),   .In1(In9),   .In2(In10),  .In3(In11), 
								 .In4(In12),  .In5(In13),  .In6(In14),  .In7(In15)   ); 
endmodule 
module Mux_8X1_onehot(
	 input  logic [7:0] Sel,
	 input  logic In0, In1, In2, In3, In4, In5, In6, In7,
	 output logic Output
);
wire logic [3:0]Mux_out;
assign Output = Mux_out[0] | Mux_out[1] | Mux_out[2] | Mux_out[3];
Mux_2X1_onehot		Mux_1(.Sel(Sel[1:0]), .a(In0), .b(In1), .OUT(Mux_out[0]));
Mux_2X1_onehot		Mux_2(.Sel(Sel[3:2]), .a(In2), .b(In3), .OUT(Mux_out[1]));
Mux_2X1_onehot		Mux_3(.Sel(Sel[5:4]), .a(In4), .b(In5), .OUT(Mux_out[2]));
Mux_2X1_onehot		Mux_4(.Sel(Sel[7:6]), .a(In6), .b(In7), .OUT(Mux_out[3]));
endmodule
module Mux_2X1_onehot (
	 input  logic a, b,
    input  logic [1:0] Sel,
	 output logic OUT
);
assign OUT = (a & Sel[0]) | (b & Sel[1]);
endmodule
$ cat flow/run.sh
#!/bin/bash
# OpenROAD 26Q1-2900-gdf79404cd8, Yosys 0.63+post, stock flow scripts
make -C /OpenROAD-flow-scripts/flow DESIGN_CONFIG=/design/flow/config.mk WORK_HOME=/design/flow/orfs finish
==> Changelog: implementation <==
### Physical design

- Outcome: complete, no violations
- DIE AREA: around 10000 sq um
- Area growth from synthesis to final layout: 213%
- Synth cell types: 8
- Top cells, area: a22o_1 (33%), a221oi_1 (28%), buf_6 (14%)
- P per Cell Area: 186 nW/um^2
- Die Height: 102 microns
- Critical path class: input port to output port
- Initial Util: 14.6%
- Flops: 0
- Startpoint types: input port
- Max Cap Viol: 0
- Worst vdd ir: between 90 and 100 uV
- Clock power frac: 0%
- Share of cells above drive strength 1: between 20% and 30%
- Fmax: about 0.47 GHz
- Final WL: a little under 9000 microns
- Die Width: 102 microns
- Leakage: roughly 0.0011 uW
- IO Pins: 169
- Drt first-iter violations: 28
- Remaining Overflow, GRT: 0
- Cell taking the most area after synthesis: a22o_1
- N_diodes: 0
- Final Critical Period: about 2.1 ns
- Switching power: 175 uW
- DRC: 0
- Combinational share of power: 100.0%
- Clock buffers: 0
- Synth Seq Share: 0%
- WP data arrival: about 1.7 ns
- Crit path DRT: between 1.5 and 2 ns
- Antenna-violating nets left: 0
- Cell Area, Synth: 943 sq um
- Top-area cell share: approximately a third
- Slew @ Worst Pin: between 0.3 and 0.4 ns
- Worst hold-check path type: input port to output port
- Initial DRT Pass Iterations: 4
- Total cells reported by yosys after synthesis: roughly 110
- Max transition margin: between 70% and 80%
- Final worst slack: approximately 0.072 ns
- Sw Ratio: 31.7%
- Fin. Hold Viols: 0
- Port Buffers: ~170
- Worst Setup SP: M3[1]
- Filler instances: approximately 630
- Commonest cells in the netlist: a22o_1 (36), a221oi_1 (30), buf_6 (12)
- Max Fanout on Critical Path: 1
- Vias in the first global route: approximately 2100
- Yosys warns: 0
- Finish-stage setup viols: 0
- Internal power: around 380 uW
- Mapped Cells: between 100 and 150
- Row Count: 29
- Crit path to: OUT[1]
- Tool warnings: 33
- Post-synth area from yosys stat: 943 sq um
- Period utilization: between 90% and 100%
- Total GRT Usage: around 16%
- Total vias in the final route: approximately 1800
- Most instantiated library cell after synthesis: a22o_1
- First-pass GRT wire length: around 12000 microns
- Final GP Congestion: around 0.86
- Initial antenna violation count: 0
- Logic area: around 900 sq um
- CP Capture Type: output port
- Setup TNS: 0 ns
- Post-Syn Area per Cell: ~9 sq um
- Sequential share of power: 0%
- Number of vias per cell: ~4.9
- Sequential cell area: 0 sq um
- Pins over their slew limit: 0
- Routed wire length per instance: approximately 24 microns
- Core Footprint: roughly 6500 sq um
- HPWL Detailed: around 7600 microns
- Largest net degree at the start of global routing: 10
- Setup WS pre-CTS: -0.451 ns
- Worst Hold Launch: Sel[7]
## kinds of logic (layout without fill, tap and decap cells)
| kind of cell | count (synthesis) | after routing | share of synthesized area, % |
|---|---|---|---|
| AND-OR/OR-AND | 72 | 72 | 70.8 |
| buffers and inverters | 25 | 205 | 23.2 |
| AND/OR/NAND/NOR | 9 | 9 | 5.97 |
## worst max-delay path: stages
cell,delay (ns)
clkdlybuf4s50_1,0.42
a22o_1,0.26
a221oi_4,0.20
nand4_1,0.11
dlygate4sd2_1,0.27
## cells in the final DEF, fill, tap and decap left out, drive strengths merged
master         instances
a221oi                36
nand4                  9
dlymetal6s2s           3
clkdlybuf4s15          2
dlygate4sd2           12
clkdlybuf4s50        146
buf                   40
a22o                  36
clkbuf                 2
## repair_timing
item,in CTS,in global routing
setup buffers,5,2
gates resized,66,12
pin swaps,7,0
hold buffers,0,0
setup endpoints to repair,9,4
gates cloned,2,2
## how the worst min path moves through the flow
stage | end | cells past startpoint | slack, ns
4_1_cts | OUT[3] | 5 | 1.53
5_1_grt | OUT[8] | 4 | 1.32
6_report | OUT[8] | 4 | 1.29
## power by group through the flow
stage	clock (uW)	combinational (uW)	sequential, uW
4_1_cts	0	538	0
5_1_grt	0	585	0
6_report	0	551	0
## stage by stage
step / hold WS [ns] / utilization (%) / area (sq um) / total power [uW] / instances
final: 1.29 / 45.7 / 2950 / 551 / 363
after global routing: 1.32 / 45.7 / 2950 / 585 / 363
after CTS: 1.53 / 44.8 / 2890 / 538 / 359
after detailed placement: 1.94 / 41.8 / 2700 / 490 / 352
after global placement: 1.94 / 41.8 / 2700 / 488 / 352
after floorplan: 1.05 / - / 943 / 148 / 106
## per-layer routing
metal	part of all wire, %	GRT usage (%)	up-vias
met4	0.46	0.651	0
met1	35	16.3	808
met5	0	0	-
met2	52	29.9	112
li1	-	-	854
met3	12	6.88	2
## area by class of cell
| type | count | area share, % |
|---|---|---|
| tap | 77 | 3.26 |
| multi-input combinational | 81 | 30.5 |
| timing repair buffer | 205 | 66.2 |
Power is estimated from default activity; no workload was simulated.
