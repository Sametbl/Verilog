===== ./design.v =====
module Full_Adder_8bit(
		input  logic [7:0] a,
		input  logic [7:0] b,
		input  logic En, C_in,        
		output logic [7:0] Sum,
		output logic C_out
);
wire logic Connect;
Full_Adder_4bit   fisrt (.A(a[3:0]), .B(b[3:0]), .En(En), .C_in(C_in),    .Sum(Sum[3:0]), .C_out(Connect) );
Full_Adder_4bit   second(.A(a[7:4]), .B(b[7:4]), .En(En), .C_in(Connect), .Sum(Sum[7:4]), .C_out(C_out) );
endmodule
module Full_Adder_4bit(
		input  logic [3:0] A,
		input  logic [3:0] B,
		input  logic En, C_in,        
		output logic [3:0] Sum,
		output logic [0:0] C_out
);
wire logic [3:0] cout;  
Full_Adder 	digit1 (.A(A[0]), .B(B[0] ^ En), .Sum(Sum[0]), .C_in(C_in),    .C_out(cout[0]));
Full_Adder	digit2 (.A(A[1]), .B(B[1] ^ En), .Sum(Sum[1]), .C_in(cout[0]), .C_out(cout[1]));
Full_Adder 	digit3 (.A(A[2]), .B(B[2] ^ En), .Sum(Sum[2]), .C_in(cout[1]), .C_out(cout[2]));
Full_Adder 	digit4 (.A(A[3]), .B(B[3] ^ En), .Sum(Sum[3]), .C_in(cout[2]), .C_out(cout[3]));
assign C_out = cout[3];
endmodule
module Full_Adder(
		input  logic A, B, C_in,
		output logic Sum, C_out
);
assign Sum   =  A ^ B ^ C_in;
assign C_out = (A & B) | ( C_in & (A ^ B) );
endmodule
module Mux_8X1(
	 input  logic [2:0] Sel,
	 input  logic In0, In1, In2, In3, In4, In5, In6, In7,
	 output logic Output
);
wire logic Layer1_1, Layer1_2, Layer1_3, Layer1_4;
wire logic Layer2_1, Layer2_2; 
Mux_2X1		LXX_1(.Sel(Sel[0]), .a(In0), .b(In1), .OUT(Layer1_1));
Mux_2X1		LXX_2(.Sel(Sel[0]), .a(In2), .b(In3), .OUT(Layer1_2));
Mux_2X1		LXX_M(.Sel(Sel[1]), .a(Layer1_1), .b(Layer1_2), .OUT(Layer2_1));
Mux_2X1		HXX_3(.Sel(Sel[0]), .a(In4), .b(In5), .OUT(Layer1_3));
Mux_2X1		HXX_4(.Sel(Sel[0]), .a(In6), .b(In7), .OUT(Layer1_4));
Mux_2X1		HXX_M(.Sel(Sel[1]), .a(Layer1_3), .b(Layer1_4), .OUT(Layer2_2));
Mux_2X1		Main (.Sel(Sel[2]), .a(Layer2_1), .b(Layer2_2), .OUT(Output));
endmodule
module Mux_2X1 (
	 input  logic a, b, Sel,
	 output logic OUT
);
assign OUT = (a & ~Sel) | (b & Sel);
endmodule
module Normalize(
		input  logic [2:0] Final_exp,   
		input  logic [5:0] Temp_Frac,
		output logic [3:0] Result_frac,
		output logic [2:0] Result_exp,
		output logic Overflow, Underflow
);
wire logic none, one, two, three, four, Carry_R;
wire logic undefined, zero_frac;
wire logic [2:0] Sel, add_exp;
wire logic [4:0] Shifted_fract;
wire logic [7:0] Exp_added;
assign none   = ~Temp_Frac[5] &  Temp_Frac[4];
assign one    = ~Temp_Frac[5] & ~Temp_Frac[4] &  Temp_Frac[3];
assign two    = ~Temp_Frac[5] & ~Temp_Frac[4] & ~Temp_Frac[3] &  Temp_Frac[2];
assign three  = ~Temp_Frac[5] & ~Temp_Frac[4] & ~Temp_Frac[3] & ~Temp_Frac[2] &  Temp_Frac[1];
assign four   = ~Temp_Frac[5] & ~Temp_Frac[4] & ~Temp_Frac[3] & ~Temp_Frac[2] & ~Temp_Frac[1] & Temp_Frac[0];
assign Carry_R = Temp_Frac[5];
assign Sel[0] = one | three | Carry_R; 
assign Sel[1] = two | three;
assign Sel[2] = four | Carry_R;
assign add_exp[0] = Sel[0];               
assign add_exp[1] = Sel[1] & ~Carry_R;    
assign add_exp[2] = Sel[2] & ~Carry_R;
assign zero_frac  = ~(Temp_Frac[5] | Temp_Frac[4] | Temp_Frac[3] | Temp_Frac[2] | Temp_Frac[1] | Temp_Frac[0]);
assign undefined  =  zero_frac | Underflow;
assign Result_exp  = (Exp_added[2:0]     & {3{~undefined}}) | {3{Overflow}};  
assign Result_frac =  Shifted_fract[3:0] & {4{~(Underflow | Overflow)}};
assign Underflow   =  Exp_added[7];    
assign Overflow    = (Exp_added[2] & Exp_added[1] & Exp_added[0]) |    
							(Final_exp[2] & Final_exp[1] & Final_exp[0]);     
Full_Adder_8bit   New_exp(.a({4'b0000, Final_exp}), .b({4'b0000, add_exp}), .En(~Carry_R), .C_in(~Carry_R), .Sum(Exp_added));  
Mux_8X1    Left_a0(.Sel(Sel), .In0(Temp_Frac[0]), .In1(0), .In2(0), .In3(0), .In4(0), .In5(Temp_Frac[1]),
										.In6(0), .In7(0), .Output(Shifted_fract[0]));
Mux_8X1    Left_a1(.Sel(Sel), .In0(Temp_Frac[1]), .In1(Temp_Frac[0]), .In2(0), .In3(0), .In4(0),
										.In5(Temp_Frac[2]), .In6(0), .In7(0), .Output(Shifted_fract[1]));
Mux_8X1    Left_a2(.Sel(Sel), .In0(Temp_Frac[2]), .In1(Temp_Frac[1]), .In2(Temp_Frac[0]), .In3(0),
						            .In4(0), .In5(Temp_Frac[3]), .In6(0), .In7(0), .Output(Shifted_fract[2]));
Mux_8X1    Left_a3(.Sel(Sel), .In0(Temp_Frac[3]), .In1(Temp_Frac[2]), .In2(Temp_Frac[1]),	.In3(Temp_Frac[0]), 
										.In4(0), .In5(Temp_Frac[4]), .In6(0), .In7(0), .Output(Shifted_fract[3]));
Mux_8X1    Left_a4(.Sel(Sel), .In0(Temp_Frac[4]), .In1(Temp_Frac[3]), .In2(Temp_Frac[2]),	.In3(Temp_Frac[1]), 
										.In4(Temp_Frac[0]), .In5(Temp_Frac[5]), .In6(0), .In7(0), .Output(Shifted_fract[4]));
endmodule
module ex4_3_Pre(
		input  logic [9:0] SW,
		output logic [9:0] LEDR
);
Normalize   		test(.Temp_Frac(SW[5:0]), .Final_exp(SW[8:6]), 
							  .Result_frac(LEDR[4:0]), .Result_exp(LEDR[8:6]), .Overflow(LEDR[9]) );
endmodule 

===== ./run.sh =====
#!/bin/bash
# OpenROAD 26Q1-2900-gdf79404cd8, Yosys 0.63+post, stock flow scripts
make -C /OpenROAD-flow-scripts/flow DESIGN_CONFIG=/design/flow/config.mk WORK_HOME=/design/flow/orfs finish

===== ./config.mk =====
export PLATFORM = sky130hd
export DESIGN_NAME = ex4_3_Pre
export DESIGN_NICKNAME = ex4_3_Pre
export VERILOG_FILES = /design/flow/design.v
export SDC_FILE = /design/flow/constraint.sdc
export NUM_CORES = 4
export LEC_CHECK = 1
export CORE_AREA = 10 10 70 70
export DIE_AREA = 0 0 80 80

===== ./constraint.sdc =====
current_design ex4_3_Pre

set clk_period 4.9
set clk_io_pct 0.2

create_clock -name clk0 -period $clk_period

set non_clock_inputs [all_inputs -no_clocks]
set_input_delay [expr $clk_period * $clk_io_pct] -clock clk0 $non_clock_inputs
set_output_delay [expr $clk_period * $clk_io_pct] -clock clk0 [all_outputs]

==> summary.txt <==
flow finished, numbers: fin cells=122, Max Clk Rate=roughly 0.21 GHz, Mean Syn Cell Area=6.441 um2, combinational share of power=1.000, Gate Count Post-Synth=about 54, slowest stage delay, CP=around 0.44 ns, Slew headroom=0.5842, DRC Markers=0, Commonest cells post-synth=nor2_1 (8), inv_1 (7), a21oi_1 (6), Area growth syn-to-layout=83.45%, WHS=about 2.9 ns, post-layout util=0.1868, number of DRC markers in iteration 0=23, drt pass-1 iters=4, GRT overflow=0, Fin Setup TNS=0 ns, Logic area=314.1 um2, Worst IR Drop VDD=roughly 0.02 mV, Top-area cell share=0.1151, Max Cap Violations=0, Fillers=roughly 380, count leader, synth=nor2_1, Setup crit start=SW[3], part of the power in the clock network=0, Pre-Place Util=0.1018, power per standard cell area=~120 nW/um2, tally of OpenROAD warnings=33, area leader, netlist=fa_1, critical path's slowest cell=clkdlybuf4s50_1, Die Area=around 6400 um2, Placed Cells incl. Taps=between 100 and 150, hold path cells=7, RSZ-0062 raised after global routing=false, # IOs=20, largest net degree at the start of global routing=12, post-placement cell area=609.3 um2, family with the most delay on the worst path=buffers and inverters, Switch Pwr=between 0.02 and 0.03 mW, final max-slew violation count=0, post-synth cell types=26, Seq. cell area=0 um2, crit-path max FO=6, flip-flops=0, Post-DRT Antenna Nets=0, fin area=roughly 640 um2, DP HPWL=1011 um, Buf/Inv on CP=4, WL per Instance=9.746 um, Final Total Pwr=between 0.07 and 0.08 mW, GRT Util Overall=0.03262, vias in the first global route=between 300 and 400, RD Place Congestion=just under 0.8, WL final=1189 um, Yosys chip area=about 350 um2, Die X=about 80 um, Worst setup EP type=output port, Synth Seq Share=0, first-pass GRT wire length=about 1800 um, Final Hold Violation Tally=0, Slew @ Worst Pin=0.6180 ns, internal power=between 0.04 and 0.05 mW, CP arrival=between 3 and 4 ns, post-CTS setup buffer count=0, # diodes=0, Cell Chain, Critical Path=clkdlybuf4s50_1, nor2b_1, nor3_1, nor2_1, fa_1, inv_1, fa_1, nor4b_4, buf_4, a211o_2, clkdlybuf4s50_1, # port buffers=17, Leak Pwr=0.2726 nW, synthesized cell area=about 350 um2, die y size=approximately 80 um, number of cells on the critical path=11, Final min period=roughly 4.7 ns, layout cells sized above 1=0.2105, DR vias/cell=approximately 3.8, yosys stat cell total=54, Main area contributors=fa_1 (12%), a21oi_1 (8.6%), nor2_1 (8.6%), # hold bufs at CTS=0, count of final setup violators=0, final setup margin=0.1980 ns, kind of launch point of the worst setup path=input port, Worst Hold Class=input port to output port, # rows=21, DP Worst Slack=-0.01309 ns, Core ar.=about 3400 um2, Tcrit/Tclk final=0.9596, crit path capture=LEDR[7], Switching Share=0.3653, WS Path Type=input port to output port, synth warn=24, CLK BUF=0, initial antenna violation count=0, routed via count=around 470, outcome=completed, Req. time, crit path=~3.9 ns, share of power burned in registers=0
-- kinds of logic after synthesis --
family          share of synthesized area
compound gates                     0.3202
fa+ha+maj                          0.1151
buf+inv                            0.1834
other cells                       0.01078
simple gates                       0.3705
-- worst min-delay path by stage --
stage     endpoint  start
4_1_cts    LEDR[6]  SW[7]
6_report   LEDR[0]  SW[4]
5_1_grt    LEDR[0]  SW[4]
-- metal layers --
metal / part of all wire / wire length [um] / GRT usage / up-vias
met1: 0.41 / 485 / 0.03912 / 216
met4: 0 / 0 / 0 / 0
met5: 0 / 0 / 0 / -
met2: 0.52 / 619 / 0.06260 / 15
met3: 0.071 / 85 / 0.004545 / 0
li1: - / - / - / 234
-- worst min-delay path, stage by stage --
cell and delay (ns):
dlymetal6s2s_1 0.16, buf_4 0.17, nand2_1 0.05, o21ai_0 0.06
nand2_1 0.06, nor2_1 0.03, clkdlybuf4s50_1 0.39
-- power by group through the flow --
stage / registers [mW] / clock network (mW) / logic [mW]
final: 0 / 0 / 0.0746
after global routing: 0 / 0 / 0.0835
after CTS: 0 / 0 / 0.0748
-- layout make-up --
cell class / count / area share
tap: 46 / 0.09020
timing repair buffer: 26 / 0.3765
inverter: 7 / 0.04118
multi-input combinational: 43 / 0.4922
-- layout by cell type, fill, tap and decap left out --
cell,count
o32a_1,1
nor4b_2,1
a211o_2,2
o31ai_1,2
nand3_1,1
clkdlybuf4s50_1,16
nor2_1,8
inv_1,7
and3b_1,1
a21oi_1,6
fa_1,2
nor3b_2,1
and3_1,1
conb_1,2
nor3_1,1
nor4b_4,1
dlymetal6s2s_1,1
buf_4,9
o21ai_0,2
o41ai_1,1
or2_2,1
nor4_2,1
o31a_1,1
nor2b_1,1
nor4_1,2
nand2_1,3
a221oi_1,1
-- what timing repair did --
action | CTS | global route
pin swaps | 0 | 1
setup endpoints to repair | 2 | 3
gates resized | 1 | 4
Power and IR drop assume default switching activity.
